==> design.v <==
module decodificador (entrada,saida);
input [0:3] entrada;
output [0:6] saida;
reg [6:0] segmentos;
always @(*)
case (entrada)
4'b0000: segmentos=7'b0000001;
4'b0001: segmentos=7'b1001111;
4'b0010: segmentos=7'b0010010;
4'b0011: segmentos=7'b0000110;
4'b0100: segmentos=7'b1001100;
4'b0101: segmentos=7'b0100100;
4'b0110: segmentos=7'b0100000;
4'b0111: segmentos=7'b0001111;
4'b1000: segmentos=7'b0000000;
4'b1001: segmentos=7'b0000100;
default: segmentos=7'b1111111;
endcase 
assign saida = segmentos;
endmodule
module divfreq (clk, out);
input clk;
output reg out;
reg [25:0] saida;
always @(posedge clk)
	if(saida == 26'd50000000)
		begin
			saida <= 26'd0;
			out <= 1;
		end
	else
		begin
			saida <= saida + 1;
			out <= 0;
		end
endmodule
module mealy (up,down,reset,clock,segmentos);
input up, down, reset, clock;
output [6:0] segmentos;
reg [3:0] saida, atual, prox;
wire dclk;
parameter A = 4'b0000 , B = 4'b0001, C = 4'b0010, D = 4'b0011,
E = 4'b0100 , F = 4'b0101, G = 4'b0110, H = 4'b0111, I = 4'b1000, 
J = 4'b1001;
divfreq divisor(.clk(clock),.out(dclk)); 
always @(up or down)  
	begin
		case (atual)
			A: if (up == 0)
					begin
						if(down == 0) 
							begin
							prox = atual;
					      saida= 4'b0011;  
							end
						else  
							begin
							prox = I;
							saida = 4'b1000;  
							end
					end
				else  
					begin
						if(down == 0) 
							begin
							prox = B;
					      saida= 4'b0101;  
							end
						else  
							begin
							prox = J;
							saida = 4'b1111;  
							end
					end
		B: if (up == 0)
					begin
						if(down == 0) 
							begin
							prox = atual;
					      saida= 4'b0101;  
							end
						else  
							begin
							prox = A;
							saida = 4'b0011;  
							end
					end
				else  
					begin
						if(down == 0) 
							begin
							prox = C;
					      saida= 4'b0010;  
							end
						else  
							begin
							prox = J;
							saida = 4'b1111;  
							end
					end
		C: if (up == 0)
					begin
						if(down == 0) 
							begin
							prox = atual;
					      saida= 4'b0010;  
							end
						else  
							begin
							prox = B;
							saida = 4'b0101;  
							end
					end
				else  
					begin
						if(down == 0) 
							begin
							prox = D;
					      saida= 4'b1000;  
							end
						else  
							begin
							prox = J;
							saida = 4'b1111;  
							end
					end
		D: if (up == 0)
					begin
						if(down == 0) 
							begin
							prox = atual;
					      saida= 4'b1000;  
							end
						else  
							begin
							prox = C;
							saida = 4'b0010;  
							end
					end
				else  
					begin
						if(down == 0) 
							begin
							prox = E;
					      saida= 4'b0100;  
							end
						else  
							begin
							prox = J;
							saida = 4'b1111;  
							end
					end
		E: if (up == 0)
					begin
						if(down == 0) 
							begin
							prox = atual;
					      saida= 4'b0100;  
							end
						else  
							begin
							prox = D;
							saida = 4'b1000;  
							end
					end
				else  
					begin
						if(down == 0) 
							begin
							prox = F;
					      saida= 4'b0000;  
							end
						else  
							begin
							prox = J;
							saida = 4'b1111;  
							end
					end
		F: if (up == 0)
					begin
						if(down == 0) 
							begin
							prox = atual;
					      saida= 4'b0000;  
							end
						else  
							begin
							prox = E;
							saida = 4'b0100;  
							end
					end
				else  
					begin
						if(down == 0) 
							begin
							prox = G;
					      saida= 4'b0010;  
							end
						else  
							begin
							prox = J;
							saida = 4'b1111;  
							end
					end			
		G: if (up == 0)
					begin
						if(down == 0) 
							begin
							prox = atual;
					      saida= 4'b0010;  
							end
						else  
							begin
							prox = F;
							saida = 4'b0000;  
							end
					end
				else  
					begin
						if(down == 0) 
							begin
							prox = H;
					      saida= 4'b0001;  
							end
						else  
							begin
							prox = J;
							saida = 4'b1111;  
							end
					end
		H: if (up == 0)
					begin
						if(down == 0) 
							begin
							prox = atual;
					      saida= 4'b0001;  
							end
						else  
							begin
							prox = G;
							saida = 4'b0010;  
							end
					end
				else  
					begin
						if(down == 0) 
							begin
							prox = I;
					      saida= 4'b1000;  
							end
						else  
							begin
							prox = J;
							saida = 4'b1111;  
							end
					end
		I: if (up == 0)
					begin
						if(down == 0) 
							begin
							prox = atual;
					      saida= 4'b1000;  
							end
						else  
							begin
							prox = H;
							saida = 4'b0001;  
							end
					end
				else  
					begin
						if(down == 0) 
							begin
							prox = A;
					      saida= 4'b0011;  
							end
						else  
							begin
							prox = J;
							saida = 4'b1111;  
							end
					end
		default: if (up == 0)
					begin
						if(down == 0) 
							begin
							prox = atual;
					      saida= 4'b1111;  
							end
						else  
							begin
							prox = A;
							saida = 4'b0011;  
							end
					end
				else  
					begin
						if(down == 0) 
							begin
							prox = A;
					      saida= 4'b0011;  
							end
						else  
							begin
							prox = J;
							saida = 4'b1111;  
							end
					end
		endcase				
	end
always @(posedge dclk or posedge reset)  
	begin
		if(reset == 1)
			atual <= A;
		else
			atual <= prox;
	end
decodificador decod(.entrada(saida), .saida(segmentos));
endmodule
==> run.sh <==
#!/bin/bash
# OpenROAD 26Q1-2900-gdf79404cd8, Yosys 0.63+post, stock flow scripts
make -C /OpenROAD-flow-scripts/flow DESIGN_CONFIG=/design/flow/config.mk WORK_HOME=/design/flow/orfs finish
==> config.mk <==
export PLATFORM = sky130hd
export DESIGN_NAME = mealy
export DESIGN_NICKNAME = mealy
export VERILOG_FILES = /design/flow/design.v
export SDC_FILE = /design/flow/constraint.sdc
export NUM_CORES = 4
export LEC_CHECK = 1
export CORE_UTILIZATION = 40
==> constraint.sdc <==
current_design mealy

set clk_period 5.3
set clk_io_pct 0.2

create_clock -name clk0 -period $clk_period [get_ports {clock}]

set non_clock_inputs [all_inputs -no_clocks]
set_input_delay [expr $clk_period * $clk_io_pct] -clock clk0 $non_clock_inputs
set_output_delay [expr $clk_period * $clk_io_pct] -clock clk0 [all_outputs]
==> flow_metrics.env <==
# yosys + openroad results
export IMPL_outcome="completed"
export IMPL_clkTransAtPathRegs_ns=0.08
export IMPL_rows=25
export IMPL_netlist_top_cells_count="27 x dfxtp_1, 25 x inv_1, 13 x ha_1, 13 x nor2_1, 13 x o21ai_0"
export IMPL_timing_final_crit_period_ns=4.83
export IMPL_worstPathRequired_ns=4.24
export IMPL_drv_cap=0
export IMPL_ys_flops=37
export IMPL_n_antenna_cell=0
export IMPL_ant_nets=0
export IMPL_core_area_sq_um=4880
export IMPL_hold_path_class="reg2reg"
export IMPL_grt_usage=0.150
export IMPL_syn_area_per_cell_sq_um=8.95
export IMPL_flop_area_sq_um=792
export IMPL_fp_util=0.427
export IMPL_start_kind="input port"
export IMPL_topCellsByArea="dfxtp_1 26%, dfrtp_1 11%, ha_1 7.8%"
export IMPL_grt_pass1_wl_um=6510
export IMPL_dp_cells=307
export IMPL_grt_pass1_vias=1462
export IMPL_top_area_frac=0.259
export IMPL_numCtsBuffers=3
export IMPL_path_max_fanout=7
export IMPL_async_flop_share=0.270
export IMPL_finalWirelength_um=3910
export IMPL_period_used=0.911
export IMPL_tritoncts="yes"
export IMPL_cp_arrival_ns=3.77
export IMPL_postCtsHoldBufs=0
export IMPL_die_area_sq_um=5510
export IMPL_die_y_um=74.2
export IMPL_tightest_slew_ns=0.696
export IMPL_hold_slack_ns=0.469
export IMPL_grt_max_degree=15
export IMPL_yosysMostFrequentCell="dfxtp_1"
export IMPL_cts_root_buf="clkbuf_8"
export IMPL_flop_cell="dfxtp_1"
export IMPL_area_growth_syn_to_layout_pct=10.9
export IMPL_yosys_cells=233
export IMPL_skew_ns=0.00198
export IMPL_num_vias=1714
export IMPL_cts_resized=0
export IMPL_synth_edff_count=0
export IMPL_io_pins=11
export IMPL_tool_warnings=35
export IMPL_yosysTopAreaCell="dfxtp_1"
export IMPL_untimed_endpoints=10
export IMPL_drcViolationCount=0
export IMPL_wl_per_cell_um=12.6
export IMPL_ir_worst_vdd_mv=0.0967
export IMPL_drt_pre_antenna_iters=4
export IMPL_synth_cell_types=40
export IMPL_finalWeightedCongestion=0.852
export IMPL_slew_headroom=0.532
export IMPL_h_tree_depth=1
export IMPL_ys_area_sq_um=2090
export IMPL_dieWidth_um=74.2
export IMPL_syn_area_sq_um=2090
export IMPL_grt_setup_unrepaired="false"
export IMPL_viasPerCell=5.51
export IMPL_drv_slew=0
export IMPL_power_density_nw_per_um2=148
export IMPL_logic_area_sq_um=1160
export IMPL_drive_gt1_frac=0.0574
export IMPL_grt_antenna_before_repair=0
export IMPL_worst_setup_path_end_kind="output pin"
export IMPL_fill_cells=475
export IMPL_insertion_delay_ns=0.26
export IMPL_setup_viol=0
export IMPL_fmax_mhz=207
export IMPL_grt_ovfl_total=0
export IMPL_p_leak_nw=1.04
export IMPL_finalHoldViolations=0
export IMPL_seq_area_frac_synth=0.380
export IMPL_dpl_hpwl_um=2870
export IMPL_finalNonFillerCells=311
export IMPL_post_cts_setup_buffers=0
export IMPL_fin_tns_setup_ns=0
export IMPL_clk_path_buf_depth=2
export IMPL_drt_iter0_markers=114
export IMPL_syn_inst=233
export IMPL_ys_warn_count=3
export IMPL_path_class="in2out"
export IMPL_portBuffers=10
export IMPL_unclocked_regs=10
-- layout make-up --
type | instances | area share
Sequential cell | 37 | 0.342
Timing Repair Buffer | 15 | 0.0595
Multi-Input combinational cell | 163 | 0.502
Tap cell | 67 | 0.0362
Inverter | 25 | 0.0406
Clock buffer | 4 | 0.0195
-- layout by cell type (no fill, tap or decap), drive strengths merged, types with 2 or more instances in the layout --
cell type      count
dfxtp             27
inv               25
o21ai             13
nor2              13
ha                13
a21oi             13
nand3             10
xnor2             10
clkdlybuf4s50     10
nand2              9
o31ai              9
dfrtp              9
a222oi             8
nor3               7
or4                7
nor4               6
or3                6
xor2               6
nand4              6
buf                5
o2111ai            4
clkbuf             4
and4               3
and3               3
mux2i              3
nor4b              2
nand2b             2
a21o               2
-- cells by family after synthesis --
group	synth area share
adder cells (fa/ha/maj)	0.0780
AND-OR/OR-AND	0.182
XOR/XNOR	0.0672
buffers and inverters	0.0636
multiplexers	0.0144
AND/OR/NAND/NOR	0.215
flip-flops	0.380
-- report_power, final --
part,internal (mW),switching [mW],total [mW]
clock network,0.0537,0.0573,0.111
logic,0.0142,0.0146,0.0288
registers,0.203,0,0.203
-- through the flow --
stage / setup slack [ns] / instance area (sq um) / total power, mW / utilization
global placement: 0.525 / 2270 / 0.237 / 0.465
CTS: 0.490 / 2310 / 0.348 / 0.474
floorplan: 1.59 / 2090 / 0.222 / -
global route: 0.297 / 2310 / 0.361 / 0.474
detailed placement: 0.496 / 2270 / 0.236 / 0.465
finish: 0.473 / 2310 / 0.343 / 0.474
-- worst paths after layout --
kind / from / endpoint / slack [ns] / cells past startpoint
max: up / segmentos[5] / 0.47 / 10
min: divisor.saida[23] / divisor.saida[23] / 0.47 / 1
max reg2reg: divisor.saida[0] / divisor.saida[20] / 3.21 / 5
min reg2reg: divisor.saida[23] / divisor.saida[23] / 0.47 / 1
-- layer usage --
layer / GRT usage / up-vias / share of wire
met1: 0.233 / 800 / 0.52
met5: 0 / - / 0
met2: 0.245 / 26 / 0.46
met4: 0.0231 / 0 / 0.0059
li1: - / 884 / -
met3: 0.00824 / 4 / 0.020
-- state kept, by name, summed over array words and instances (netlist names) --
| register | cells |
|---|---|
| atual | 10 |
| divisor.out | 1 |
| divisor.saida | 26 |
-- worst max-delay path, stage by stage --
cell and delay [ns]:
clkdlybuf4s50_1 0.59, inv_1 0.12, ha_1 0.41, nor2_1 0.12
or3_1 0.39, ha_1 0.32, inv_1 0.06, a21oi_1 0.05
o21ai_0 0.17, clkdlybuf4s50_1 0.49
Power figures rest on the tool's default switching activity, not on a simulated workload.
