### /design/flow/design.v
module decodificador (entrada,saida);
input [0:3] entrada;
output [0:6] saida;
reg [6:0] segmentos;
always @(*)
case (entrada)
4'b0000: segmentos=7'b0000001;
4'b0001: segmentos=7'b1001111;
4'b0010: segmentos=7'b0010010;
4'b0011: segmentos=7'b0000110;
4'b0100: segmentos=7'b1001100;
4'b0101: segmentos=7'b0100100;
4'b0110: segmentos=7'b0100000;
4'b0111: segmentos=7'b0001111;
4'b1000: segmentos=7'b0000000;
4'b1001: segmentos=7'b0000100;
default: segmentos=7'b1111111;
endcase 
assign saida = segmentos;
endmodule
module ula(sel, A, B,segmentos);
input [2:0] sel;
input [3:0] A,B;
reg [3:0] ALUOut;
output [6:0] segmentos;
always @(sel,A,B) begin 
case (sel)
3'b000: ALUOut = A & B;
3'b001: ALUOut = A | B;
3'b010: ALUOut = A + B;
3'b011: ALUOut = A - B;
3'b100: ALUOut = A * B;
3'b101: ALUOut = A / B;
default: ALUOut <= 4'b0000;
endcase
end
decodificador decod(.saida(segmentos), .entrada(ALUOut));
endmodule
### /design/flow/run.sh
#!/bin/bash
# OpenROAD 26Q1-2900-gdf79404cd8, Yosys 0.63+post, stock flow scripts
make -C /OpenROAD-flow-scripts/flow DESIGN_CONFIG=/design/flow/config.mk WORK_HOME=/design/flow/orfs finish
### /design/flow/config.mk
export PLATFORM = sky130hd
export DESIGN_NAME = ula
export DESIGN_NICKNAME = ula
export VERILOG_FILES = /design/flow/design.v
export SDC_FILE = /design/flow/constraint.sdc
export NUM_CORES = 4
export LEC_CHECK = 1
export CORE_AREA = 10 10 76 76
export DIE_AREA = 0 0 86 86
### /design/flow/constraint.sdc
current_design ula

set clk_period 7.1
set clk_io_pct 0.2

create_clock -name clk0 -period $clk_period

set non_clock_inputs [all_inputs -no_clocks]
set_input_delay [expr $clk_period * $clk_io_pct] -clock clk0 $non_clock_inputs
set_output_delay [expr $clk_period * $clk_io_pct] -clock clk0 [all_outputs]
==> flow_summary_export.csv <==
group,metric,value,unit
synth,ys_sh_simple,24.3,%
final_layout,drive_gt1_share,46.3,%
final_layout,n_fill_cell,381,
die,rows,23,
final_timing,fin_setup_tns,0,ps
worst_setup_path,cp_slowest_stage_delay,310,ps
worst_setup_path,path_class,"primary input to primary output",
power_and_ir_drop,seq_power_share,0,%
final_timing,max-slew-margin-rel,74.4,%
power_and_ir_drop,leakage,0.866,nW
die,io_pins,18,
detailed_routing,ant_nets,0,
worst_setup_path,cp.depth,26,
final_layout,nClkBuffers,0,
final_timing,layout_setup_ws,227,ps
global_route,antenna_found_initial,0,
synth,yosys.cell_types.count,51,
synth,yosys_warnings,2,
power_and_ir_drop,power_density,100,nW/µm²
synth,xor_share,8.87,%
worst_setup_path,crit_family,"AND-OR/OR-AND gates",
global_route,grt_pass1_wl,6010,µm
place,gp_congestion,0.868,
worst_setup_path,crit_slowest_cell,"o31ai_4",
min_path,hold_path_depth,7,
final_timing,hold_violations,0,
synth,postSynthCellCount,153,
synth,yosys-stat-area,1230,µm²
cts,ctsHoldBuffers,0,
detailed_routing,wl_per_cell,14.0,µm
final_timing,tightest_slew,381,ps
synth,synth_top_area_share,29.6,%
synth,mux_area_share,2.65,%
worst_setup_path,cp_num_buf_inv,7,
synth,logic_family,"adder cells",
place,dp_cells,244,
synth,synth_seq_share,0,%
synth,synth_area_leader_cell,"ha_1",
flow_run,drv_cap,0,
global_route,grt_max_degree,13,
synth,synth-cells-yosys,153,
worst_setup_path,critPathLaunchType,"primary input",
place,io_buffers,18,
global_route,grt_overflow,0,
synth,synth_area,1230,µm²
worst_setup_path,crit_arrival,5450,ps
detailed_routing,vias_per_cell,5.00,
final_layout,lay_top_count,"buf_4",
detailed_routing,dr.first_iter.drc_count,49,
final_timing,period_minus_slack,6870,ps
min_path,min_path_type,"primary input to primary output",
synth,synth.avg_cell_area,8.02,µm²
die,die_area,7400,µm²
detailed_routing,finalWirelength,3540,µm
final_timing,rsz0062_at_grt,"true",
final_layout,area_growth,54.5,%
synth,ys_sh_adder,31.2,%
place,dpl.hpwl,2680,µm
final_layout,seq_cells,0,
worst_setup_path,crit_path_frequent_cell,"buf_4",
synth,area_leaders,"ha_1 30%, nor2_1 4.0%, a21oi_1 3.7%",
power_and_ir_drop,sw_frac_of_total,47.0,%
die,core,4120,µm²
global_route,grt_use_total,9.49,%
worst_setup_path,required,5680,ps
final_timing,final_max_slew_viol_count,0,
final_timing,clock.fmax,145,MHz
final_timing,hold_ws,3770,ps
worst_setup_path,cp_max_fo,5,
synth,synthAoiAreaFrac,25.4,%
detailed_routing,drt_first_pass_iters,4,
global_route,grt_pass1_vias,1260,
die,dieHeight,86,µm
power_and_ir_drop,vdd_ir_drop_max,0.0394,mV
flow_run,log.warning_count,44,
final_layout,seq_area,0,µm²
final_layout,instances_no_fill,253,
die,die_x,86,µm
run_status,status,"finished clean",
power_and_ir_drop,power_frac_clock,0,%
power_and_ir_drop,p_sw,0.0894,mW
die,fp_util,29.8,%
detailed_routing,diodes,0,
power_and_ir_drop,intPower,0.101,mW
final_timing,fin_crit_sh,96.8,%
detailed_routing,vias,1264,
final_layout,layout_top_cells,"35 x buf_4, 20 x ha_1, 11 x nand2_1",
power_and_ir_drop,combinationalPowerShare,100.0,%
place,preCtsSetupSlack,-698,ps
final_timing,setup_viol,0,
detailed_routing,drc,0,
worst_setup_path,setup.worst_path.end_class,"primary output",
==> through the flow <==
stage / power, mW / area [µm²] / util (%)
after floorplan: 0.0915 / 1230 / -
after global placement: 0.162 / 1630 / 39.6
after detailed placement: 0.162 / 1630 / 39.6
after CTS: 0.177 / 1800 / 43.8
after global routing: 0.213 / 1900 / 46.1
final: 0.190 / 1900 / 46.1
==> synth_stat cells (2+ instances only) <==
library cell  number
nor3_1             5
a21oi_4            2
o21ai_0            8
buf_6              4
nand3b_1           2
nor3_2             2
a211oi_1           3
nand2_1           12
a211oi_2           2
mux2_2             2
inv_1             11
a21boi_0           2
nor4_1             4
o21a_1             3
xnor2_1            5
ha_1              29
xor2_1             3
nor2_1            13
a21oi_1            9
==> per-layer routing <==
| metal | track usage (%) | vias up | wire length, µm |
|---|---|---|---|
| met5 | 0 | - | 0 |
| met4 | 0 | 0 | 0 |
| met3 | 0.191 | 0 | 98 |
| met2 | 15.0 | 24 | 1590 |
| met1 | 14.7 | 573 | 1860 |
| li1 | - | 667 | - |
==> layout make-up <==
cell class	instances	area, µm²	share of cell area [%]
timing repair buffer	55	423	22.3
tap	50	62.6	3.30
inverter	11	43.8	2.31
multi-input combinational	137	1370	72.1
==> kinds of logic (layout without fill, tap and decap cells) <==
| logic type | Yosys count | after routing |
|---|---|---|
| compound gates | 41 | 41 |
| xor+xnor | 10 | 10 |
| fa+ha+maj | 30 | 30 |
| buf+inv | 16 | 66 |
| mux | 3 | 3 |
| simple gates | 53 | 53 |
==> final timing paths <==
kind	start	end
worst min-delay path	A[3]	segmentos[4]
worst max-delay path	B[2]	segmentos[6]
==> power by group through the flow <==
stage | sequential [mW] | clock, mW | combinational, mW
CTS | 0 | 0 | 0.177
global route | 0 | 0 | 0.213
finish | 0 | 0 | 0.190
==> repair_timing <==
action                                  4_1_cts  5_1_grt
pin swaps                                    14       18
buffers inserted                              7        3
resized                                      43       45
hold endpoints to repair                      0        0
endpoints found under the setup margin        7        7
Power figures rest on the tool's default switching activity, not on a simulated workload.
